**flow/run.sh**
```bash
#!/bin/bash
# OpenROAD 26Q1-2900-gdf79404cd8, Yosys 0.63+post, stock flow scripts
make -C /OpenROAD-flow-scripts/flow DESIGN_CONFIG=/design/flow/config.mk WORK_HOME=/design/flow/orfs finish
```
**flow/config.mk**
```make
export PLATFORM = sky130hd
export DESIGN_NAME = crc32_gen_table
export DESIGN_NICKNAME = crc32_gen_table
export VERILOG_FILES = /design/flow/design.v
export SDC_FILE = /design/flow/constraint.sdc
export NUM_CORES = 4
export LEC_CHECK = 1
export CORE_UTILIZATION = 30
export SYNTH_MEMORY_MAX_BITS = 65536
```
**flow/constraint.sdc**
```tcl
current_design crc32_gen_table

set clk_period 3.4
set clk_io_pct 0.2

create_clock -name clk0 -period $clk_period [get_ports {clk}]

set non_clock_inputs [all_inputs -no_clocks]
set_input_delay [expr $clk_period * $clk_io_pct] -clock clk0 $non_clock_inputs
set_output_delay [expr $clk_period * $clk_io_pct] -clock clk0 [all_outputs]
```
**flow/design.v**
```verilog
module crc32_gen (
    input  wire        clk,         
    input  wire        rst_n,       
    input  wire [7:0]  data_in,     
    input  wire        enable,      
    output reg  [31:0] crc_out      
);
wire [31:0] crc_next;
assign crc_next[0]  = crc_out[24] ^ crc_out[30] ^ data_in[0] ^ data_in[6];
assign crc_next[1]  = crc_out[24] ^ crc_out[25] ^ crc_out[30] ^ crc_out[31] ^ data_in[0] ^ data_in[1] ^ data_in[6] ^ data_in[7];
assign crc_next[2]  = crc_out[24] ^ crc_out[25] ^ crc_out[26] ^ crc_out[30] ^ crc_out[31] ^ data_in[0] ^ data_in[1] ^ data_in[2] ^ data_in[6] ^ data_in[7];
assign crc_next[3]  = crc_out[25] ^ crc_out[26] ^ crc_out[27] ^ crc_out[31] ^ data_in[1] ^ data_in[2] ^ data_in[3] ^ data_in[7];
assign crc_next[4]  = crc_out[24] ^ crc_out[26] ^ crc_out[27] ^ crc_out[28] ^ crc_out[30] ^ data_in[0] ^ data_in[2] ^ data_in[3] ^ data_in[4] ^ data_in[6];
assign crc_next[5]  = crc_out[24] ^ crc_out[25] ^ crc_out[27] ^ crc_out[28] ^ crc_out[29] ^ crc_out[30] ^ crc_out[31] ^ data_in[0] ^ data_in[1] ^ data_in[3] ^ data_in[4] ^ data_in[5] ^ data_in[6] ^ data_in[7];
assign crc_next[6]  = crc_out[25] ^ crc_out[26] ^ crc_out[28] ^ crc_out[29] ^ crc_out[30] ^ crc_out[31] ^ data_in[1] ^ data_in[2] ^ data_in[4] ^ data_in[5] ^ data_in[6] ^ data_in[7];
assign crc_next[7]  = crc_out[24] ^ crc_out[26] ^ crc_out[27] ^ crc_out[29] ^ crc_out[31] ^ data_in[0] ^ data_in[2] ^ data_in[3] ^ data_in[5] ^ data_in[7];
assign crc_next[8]  = crc_out[0] ^ crc_out[24] ^ crc_out[25] ^ crc_out[27] ^ crc_out[28] ^ data_in[0] ^ data_in[1] ^ data_in[3] ^ data_in[4];
assign crc_next[9]  = crc_out[1] ^ crc_out[25] ^ crc_out[26] ^ crc_out[28] ^ crc_out[29] ^ data_in[1] ^ data_in[2] ^ data_in[4] ^ data_in[5];
assign crc_next[10] = crc_out[2] ^ crc_out[24] ^ crc_out[26] ^ crc_out[27] ^ crc_out[29] ^ data_in[0] ^ data_in[2] ^ data_in[3] ^ data_in[5];
assign crc_next[11] = crc_out[3] ^ crc_out[24] ^ crc_out[25] ^ crc_out[27] ^ crc_out[28] ^ data_in[0] ^ data_in[1] ^ data_in[3] ^ data_in[4];
assign crc_next[12] = crc_out[4] ^ crc_out[24] ^ crc_out[25] ^ crc_out[26] ^ crc_out[28] ^ crc_out[29] ^ crc_out[30] ^ data_in[0] ^ data_in[1] ^ data_in[2] ^ data_in[4] ^ data_in[5] ^ data_in[6];
assign crc_next[13] = crc_out[5] ^ crc_out[25] ^ crc_out[26] ^ crc_out[27] ^ crc_out[29] ^ crc_out[30] ^ crc_out[31] ^ data_in[1] ^ data_in[2] ^ data_in[3] ^ data_in[5] ^ data_in[6] ^ data_in[7];
assign crc_next[14] = crc_out[6] ^ crc_out[26] ^ crc_out[27] ^ crc_out[28] ^ crc_out[30] ^ crc_out[31] ^ data_in[2] ^ data_in[3] ^ data_in[4] ^ data_in[6] ^ data_in[7];
assign crc_next[15] = crc_out[7] ^ crc_out[27] ^ crc_out[28] ^ crc_out[29] ^ crc_out[31] ^ data_in[3] ^ data_in[4] ^ data_in[5] ^ data_in[7];
assign crc_next[16] = crc_out[8] ^ crc_out[24] ^ crc_out[28] ^ crc_out[29] ^ data_in[0] ^ data_in[4] ^ data_in[5];
assign crc_next[17] = crc_out[9] ^ crc_out[25] ^ crc_out[29] ^ crc_out[30] ^ data_in[1] ^ data_in[5] ^ data_in[6];
assign crc_next[18] = crc_out[10] ^ crc_out[26] ^ crc_out[30] ^ crc_out[31] ^ data_in[2] ^ data_in[6] ^ data_in[7];
assign crc_next[19] = crc_out[11] ^ crc_out[27] ^ crc_out[31] ^ data_in[3] ^ data_in[7];
assign crc_next[20] = crc_out[12] ^ crc_out[28] ^ data_in[4];
assign crc_next[21] = crc_out[13] ^ crc_out[29] ^ data_in[5];
assign crc_next[22] = crc_out[14] ^ crc_out[24] ^ data_in[0];
assign crc_next[23] = crc_out[15] ^ crc_out[24] ^ crc_out[25] ^ crc_out[30] ^ data_in[0] ^ data_in[1] ^ data_in[6];
assign crc_next[24] = crc_out[16] ^ crc_out[25] ^ crc_out[26] ^ crc_out[31] ^ data_in[1] ^ data_in[2] ^ data_in[7];
assign crc_next[25] = crc_out[17] ^ crc_out[26] ^ crc_out[27] ^ data_in[2] ^ data_in[3];
assign crc_next[26] = crc_out[18] ^ crc_out[24] ^ crc_out[27] ^ crc_out[28] ^ crc_out[30] ^ data_in[0] ^ data_in[3] ^ data_in[4] ^ data_in[6];
assign crc_next[27] = crc_out[19] ^ crc_out[25] ^ crc_out[28] ^ crc_out[29] ^ crc_out[31] ^ data_in[1] ^ data_in[4] ^ data_in[5] ^ data_in[7];
assign crc_next[28] = crc_out[20] ^ crc_out[26] ^ crc_out[29] ^ crc_out[30] ^ data_in[2] ^ data_in[5] ^ data_in[6];
assign crc_next[29] = crc_out[21] ^ crc_out[27] ^ crc_out[30] ^ crc_out[31] ^ data_in[3] ^ data_in[6] ^ data_in[7];
assign crc_next[30] = crc_out[22] ^ crc_out[28] ^ crc_out[31] ^ data_in[4] ^ data_in[7];
assign crc_next[31] = crc_out[23] ^ crc_out[29] ^ data_in[5];
always @(posedge clk or negedge rst_n) begin
    if (!rst_n) begin
        crc_out <= 32'hFFFFFFFF;
    end else if (enable) begin
        crc_out <= crc_next;
    end
end
endmodule
module crc32_gen_table (
    input  wire        clk,
    input  wire        rst_n,
    input  wire [7:0]  data_in,
    input  wire        enable,
    output reg  [31:0] crc_out
);
reg [31:0] crc_table [0:255];
integer i, j;
reg [31:0] crc_temp;
initial begin
    for (i = 0; i < 256; i = i + 1) begin
        crc_temp = i;
        for (j = 0; j < 8; j = j + 1) begin
            if (crc_temp[0])
                crc_temp = (crc_temp >> 1) ^ 32'hEDB88320;   
            else
                crc_temp = crc_temp >> 1;
        end
        crc_table[i] = crc_temp;
    end
end
wire [7:0] table_index;
assign table_index = crc_out[7:0] ^ data_in;
always @(posedge clk or negedge rst_n) begin
    if (!rst_n) begin
        crc_out <= 32'hFFFFFFFF;
    end else if (enable) begin
        crc_out <= (crc_out >> 8) ^ crc_table[table_index];
    end
end
endmodule
```
==> reports/results.tsv <==
metric	value	unit
top_area_frac	0.402	
max_freq	394	MHz
cts_tree	yes	
clk_pin_slew	0.06	ns
timing.rr.start	crc_out[0]	
fin_ws	0.860	ns
wl_per_cell	15.5	µm
grt_max_degree	40	
ff2ff_path_depth	4	
ys_warn_count	1	
power_density	1550	mW/mm²
maxSlewViolCount	0	
finalHoldViolCount	0	
min_to	crc_out[18]	
rows	30	
fp_util	0.309	
drc	0	
cts_resized	0	
port_buffers	42	
yosys.area_share.adder	0	
ctsHtreeMaxLevel	2	
clk_path_buf_depth	2	
synth.cellmix.compoundShare	0.0168	
ys.flops	32	
num_antenna_cells	0	
drive_gt1_frac	0.366	
yosysUniqueCellTypes	17	
min_period	2.54	ns
ys_area	0.00209	mm²
setup_viol	0	
critPathRequiredTime	3.61	ns
antenna_found_initial	0	
track_usage	0.127	
dieArea	0.00730	mm²
vias_per_cell	4.43	
drt_iter0_drc	50	
wirelength	4260	µm
skew	0.00458	ns
yosysTopAreaCell	dfstp_2	
reg_top3	crc_out: 32 flops	
criticalPathCategory	input port to flip-flop	
gp_congestion	0.781	
cts-root-buf	clkbuf_8	
ir_drop	0.659	mV
core_area	0.00676	mm²
n_fill_cell	627	
cap_viol_max_count	0	
dp_slack	0.552	ns
hold_depth	2	
logic_area	0.00121	mm²
ys.flop_type	dfstp_2	
post-cts-setup-buffer-count	0	
largest_reg_flops	32	
finalCritPeriodShare	0.747	
ant_nets	0	
syn_area_per_cell	14.6	µm²
flop_area	841	µm²
tool_warnings	25	
grtUsageMet3	0.0286	
clock.latency.late_pin	0.28	ns
numCtsBuffers	5	
use_met2	0.183	
final_cells	274	
synthXorXnorAreaFrac	0.419	
syn_area	0.00209	mm²
grt_use_met1	0.210	
top_cells_by_area	dfstp_2 (40%), xnor2_1 (13%), xnor3_1 (11%), mux2_2 (10%), xor3_1 (5.7%)	
worstReg2RegEnd	crc_out[17]	
yosys.stat.seqShare	0.402	
leakage	0.00115	µW
netlist_top_cells_count	dfstp_2 (32), xnor2_1 (32), mux2_2 (19)	
dp_hpwl	3010	µm
ys_sh_simple	0.0126	
rrSetupSlack	1.25	ns
grt_pass1_vias	1250	
syn_to_final_growth	30.3	%
finalSetupTns	0	ns
max_flop_register	crc_out	
tightest_slew	0.757	ns
worst-path-max-fanout	8	
via_count	1215	
cp-end-kind	flip-flop	
grt-busiest-layer	met1	
post-place-cells	266	
io-pin-count	43	
relSlewSlack	0.492	
outcome	complete, no violations	
die_h	85.5	µm
async_reset_ff_frac	1.00	
rsz0062_at_grt	false	
grt-ovfl-total	0	
synth.comb.largest_family	XOR/XNOR gates	
yosys-mux-area-fraction	0.134	
start_kind	input port	
p_total	4210	µW
die_w	85.5	µm
hold_buffers	0	
synth_cells	143	
clock_sinks	32	
firstDrtPassIters	6	
hold_class	flip-flop to flip-flop	
yosys_cells	143	
crit_arrival	2.75	ns
grt_pass1_wl	6800	µm
edf_count	0	
fin_hold_ws	0.485	ns
hold_start	crc_out[18]	
[area by class of cell]
cell class	count	share of cell area
clock buffers	8	0.0331
multi-input cells	102	0.446
well taps	80	0.0368
repair buffers	47	0.168
inverters	5	0.00689
flip-flops and latches	32	0.309
[per-layer routing]
layer  part of all wire  up-vias  wire (µm)
li1                   -      576          -
met1               0.50      602       2110
met2               0.45       35       1910
met3              0.051        2        216
met4             0.0049        0         21
met5                  0        -          0
[worst max path at each step]
stage	slack, ns	cells past startpoint	endpoint	start
CTS	0.85	5	crc_out[17]	data_in[0]
finish	0.86	5	crc_out[17]	data_in[0]
global route	0.79	5	crc_out[26]	data_in[7]
[where the power goes]
group          switching [µW]  internal (µW)
Combinational             952           1960
Clock                     138            165
Sequential                215            776
[worst max-delay path, stage by stage]
cell,delay [ns]
clkdlybuf4s50_1,0.56
xor2_4,0.34
xnor3_2,0.54
xor3_1,0.36
mux2_4,0.26
[cells in the final DEF (no fill, tap or decap), types with 2 or more instances in the layout]
cell             netlist  routed
mux2i_1                5       5
xnor2_2                3       3
xnor2_1               32      32
nor2_1                 7       7
a21oi_1                7       7
xor3_1                 5       5
clkbuf_8               0       6
clkdlybuf4s50_1        0      42
mux2_2                19      19
xnor3_4                2       2
xor2_1                 8       8
clkbuf_1               4       2
inv_1                  5       5
dfstp_2               32      32
xnor3_1               10      10
buf_4                  0       5
[stage by stage]
stage	utilization	instance area [µm²]
after floorplan	-	2090
after global placement	0.390	2630
after detailed placement	0.390	2630
after CTS	0.403	2720
after global routing	0.403	2720
final	0.403	2720
[cell families after synthesis]
| group | Yosys count |
|---|---|
| buffers and inverters | 9 |
| and+or+nand+nor | 7 |
| AOI/OAI and AO/OA | 7 |
| xor gates and xnor gates | 63 |
| DFF | 32 |
| muxes | 25 |
Power is estimated from default activity; no workload was simulated.
