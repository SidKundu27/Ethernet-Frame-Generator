<file path="/design/flow/config.mk">
export PLATFORM = sky130hd
export DESIGN_NAME = packet_buffer_dual_clock
export DESIGN_NICKNAME = packet_buffer_dual_clock
export VERILOG_FILES = /design/flow/design.v
export SDC_FILE = /design/flow/constraint.sdc
export NUM_CORES = 4
export LEC_CHECK = 1
export CORE_UTILIZATION = 40
</file>
<file path="/design/flow/constraint.sdc">
current_design packet_buffer_dual_clock

set clk_period 23.8
set clk_io_pct 0.2

create_clock -name clk0 -period $clk_period [get_ports {rd_clk}]
create_clock -name clk1 -period $clk_period [get_ports {wr_clk}]

set non_clock_inputs [all_inputs -no_clocks]
set_input_delay [expr $clk_period * $clk_io_pct] -clock clk0 $non_clock_inputs
set_output_delay [expr $clk_period * $clk_io_pct] -clock clk0 [all_outputs]
</file>
<file path="/design/flow/design.v">
module packet_buffer #(
    parameter DATA_WIDTH = 8,
    parameter BUFFER_DEPTH = 2048,     
    parameter ADDR_WIDTH = $clog2(BUFFER_DEPTH)
)(
    input  wire                    clk,
    input  wire                    rst_n,
    input  wire [DATA_WIDTH-1:0]  wr_data,
    input  wire                   wr_valid,
    input  wire                   wr_sop,       
    input  wire                   wr_eop,       
    output reg                    wr_ready,
    output reg  [DATA_WIDTH-1:0]  rd_data,
    output reg                    rd_valid,
    output reg                    rd_sop,
    output reg                    rd_eop,
    input  wire                   rd_ready,
    output reg  [ADDR_WIDTH:0]    buffer_level,      
    output reg                    buffer_full,
    output reg                    buffer_empty,
    output reg                    buffer_almost_full,
    output reg                    buffer_almost_empty,
    output reg  [7:0]             packet_count,      
    output reg                    packet_available,
    output reg                    overflow_error,
    output reg                    underflow_error
);
reg [DATA_WIDTH-1:0] buffer_mem [0:BUFFER_DEPTH-1];
reg [ADDR_WIDTH:0] wr_ptr;
reg [ADDR_WIDTH:0] rd_ptr;
reg [ADDR_WIDTH:0] packet_start_addr [0:255];   
reg [7:0] packet_wr_ptr;
reg [7:0] packet_rd_ptr;
wire [ADDR_WIDTH:0] next_wr_ptr;
wire [ADDR_WIDTH:0] next_rd_ptr;
wire buffer_wr_en;
wire buffer_rd_en;
localparam [ADDR_WIDTH:0] ALMOST_FULL_THRESHOLD  = BUFFER_DEPTH - 16;
localparam [ADDR_WIDTH:0] ALMOST_EMPTY_THRESHOLD = 16;
assign next_wr_ptr = (wr_ptr == BUFFER_DEPTH - 1) ? {(ADDR_WIDTH+1){1'b0}} : wr_ptr + 1'b1;
assign next_rd_ptr = (rd_ptr == BUFFER_DEPTH - 1) ? {(ADDR_WIDTH+1){1'b0}} : rd_ptr + 1'b1;
assign buffer_wr_en = wr_valid && wr_ready;
assign buffer_rd_en = rd_ready && rd_valid;
always @(*) begin
    if (wr_ptr >= rd_ptr) begin
        buffer_level = wr_ptr - rd_ptr;
    end else begin
        buffer_level = BUFFER_DEPTH - rd_ptr + wr_ptr;
    end
end
always @(*) begin
    buffer_full = (next_wr_ptr == rd_ptr);
    buffer_empty = (wr_ptr == rd_ptr);
    buffer_almost_full = (buffer_level >= ALMOST_FULL_THRESHOLD);
    buffer_almost_empty = (buffer_level <= ALMOST_EMPTY_THRESHOLD);
    packet_available = (packet_count > 0);
end
always @(posedge clk or negedge rst_n) begin
    if (!rst_n) begin
        wr_ptr <= {(ADDR_WIDTH+1){1'b0}};
        packet_wr_ptr <= 8'h0;
        wr_ready <= 1'b1;
        overflow_error <= 1'b0;
    end else begin
        wr_ready <= !buffer_full;
        if (buffer_wr_en) begin
            buffer_mem[wr_ptr[ADDR_WIDTH-1:0]] <= wr_data;
            wr_ptr <= next_wr_ptr;
            if (wr_sop) begin
                packet_start_addr[packet_wr_ptr] <= wr_ptr;
            end
            if (wr_eop) begin
                packet_wr_ptr <= packet_wr_ptr + 1'b1;
            end
            if (buffer_full) begin
                overflow_error <= 1'b1;
                wr_ready <= 1'b0;
            end
        end
        if (!buffer_almost_full) begin
            overflow_error <= 1'b0;
        end
    end
end
reg reading_packet;
reg [ADDR_WIDTH:0] current_packet_start;
reg [ADDR_WIDTH:0] next_packet_start;
always @(posedge clk or negedge rst_n) begin
    if (!rst_n) begin
        rd_ptr <= {(ADDR_WIDTH+1){1'b0}};
        packet_rd_ptr <= 8'h0;
        rd_valid <= 1'b0;
        rd_sop <= 1'b0;
        rd_eop <= 1'b0;
        rd_data <= {DATA_WIDTH{1'b0}};
        reading_packet <= 1'b0;
        current_packet_start <= {(ADDR_WIDTH+1){1'b0}};
        underflow_error <= 1'b0;
    end else begin
        rd_sop <= 1'b0;
        rd_eop <= 1'b0;
        if (packet_available && rd_ready && !reading_packet) begin
            reading_packet <= 1'b1;
            current_packet_start <= packet_start_addr[packet_rd_ptr];
            rd_sop <= 1'b1;
            rd_valid <= 1'b1;
            rd_data <= buffer_mem[rd_ptr[ADDR_WIDTH-1:0]];
            rd_ptr <= next_rd_ptr;
        end else if (reading_packet && rd_ready) begin
            rd_data <= buffer_mem[rd_ptr[ADDR_WIDTH-1:0]];
            rd_valid <= 1'b1;
            if (packet_rd_ptr < packet_wr_ptr - 1) begin
                next_packet_start = packet_start_addr[packet_rd_ptr + 1];
            end else begin
                next_packet_start = wr_ptr;
            end
            if (next_rd_ptr == next_packet_start) begin
                rd_eop <= 1'b1;
                reading_packet <= 1'b0;
                packet_rd_ptr <= packet_rd_ptr + 1'b1;
            end
            rd_ptr <= next_rd_ptr;
        end else if (!packet_available) begin
            rd_valid <= 1'b0;
            reading_packet <= 1'b0;
        end
        if (buffer_rd_en && buffer_empty) begin
            underflow_error <= 1'b1;
        end
        if (!buffer_empty) begin
            underflow_error <= 1'b0;
        end
    end
end
always @(posedge clk or negedge rst_n) begin
    if (!rst_n) begin
        packet_count <= 8'h0;
    end else begin
        case ({wr_eop && buffer_wr_en, rd_eop && buffer_rd_en})
            2'b00: packet_count <= packet_count;               
            2'b01: packet_count <= packet_count - 1'b1;        
            2'b10: packet_count <= packet_count + 1'b1;        
            2'b11: packet_count <= packet_count;               
        endcase
    end
end
endmodule
module packet_buffer_dual_clock #(
    parameter DATA_WIDTH = 8,
    parameter BUFFER_DEPTH = 2048,
    parameter ADDR_WIDTH = $clog2(BUFFER_DEPTH)
)(
    input  wire                    wr_clk,
    input  wire                    wr_rst_n,
    input  wire [DATA_WIDTH-1:0]  wr_data,
    input  wire                   wr_valid,
    input  wire                   wr_sop,
    input  wire                   wr_eop,
    output reg                    wr_ready,
    input  wire                    rd_clk,
    input  wire                    rd_rst_n,
    output reg  [DATA_WIDTH-1:0]  rd_data,
    output reg                    rd_valid,
    output reg                    rd_sop,
    output reg                    rd_eop,
    input  wire                   rd_ready,
    output reg  [ADDR_WIDTH:0]    wr_buffer_level,
    output reg  [ADDR_WIDTH:0]    rd_buffer_level,
    output reg                    buffer_full,
    output reg                    buffer_empty,
    output reg  [7:0]             packet_count
);
reg [ADDR_WIDTH:0] wr_gray;
wire [ADDR_WIDTH:0] wr_gray_next;
reg [ADDR_WIDTH:0] rd_gray, rd_gray_next;
reg [ADDR_WIDTH:0] wr_gray_sync [0:1];
reg [ADDR_WIDTH:0] rd_gray_sync [0:1];
reg [ADDR_WIDTH:0] wr_bin, rd_bin;
reg [DATA_WIDTH-1:0] buffer_mem [0:BUFFER_DEPTH-1];
function [ADDR_WIDTH:0] bin_to_gray;
    input [ADDR_WIDTH:0] bin;
    begin
        bin_to_gray = bin ^ (bin >> 1);
    end
endfunction
function [ADDR_WIDTH:0] gray_to_bin;
    input [ADDR_WIDTH:0] gray;
    integer i;
    begin
        gray_to_bin[ADDR_WIDTH] = gray[ADDR_WIDTH];
        for (i = ADDR_WIDTH-1; i >= 0; i = i - 1) begin
            gray_to_bin[i] = gray_to_bin[i+1] ^ gray[i];
        end
    end
endfunction
always @(posedge wr_clk or negedge wr_rst_n) begin
    if (!wr_rst_n) begin
        wr_bin <= {(ADDR_WIDTH+1){1'b0}};
        wr_gray <= {(ADDR_WIDTH+1){1'b0}};
    end else if (wr_valid && wr_ready) begin
        buffer_mem[wr_bin[ADDR_WIDTH-1:0]] <= wr_data;
        wr_bin <= wr_bin + 1'b1;
        wr_gray <= bin_to_gray(wr_bin + 1'b1);
    end
end
always @(posedge rd_clk or negedge rd_rst_n) begin
    if (!rd_rst_n) begin
        rd_bin <= {(ADDR_WIDTH+1){1'b0}};
        rd_gray <= {(ADDR_WIDTH+1){1'b0}};
        rd_data <= {DATA_WIDTH{1'b0}};
        rd_valid <= 1'b0;
    end else if (rd_ready && !buffer_empty) begin
        rd_data <= buffer_mem[rd_bin[ADDR_WIDTH-1:0]];
        rd_valid <= 1'b1;
        rd_bin <= rd_bin + 1'b1;
        rd_gray <= bin_to_gray(rd_bin + 1'b1);
    end else begin
        rd_valid <= 1'b0;
    end
end
always @(posedge wr_clk or negedge wr_rst_n) begin
    if (!wr_rst_n) begin
        rd_gray_sync[0] <= {(ADDR_WIDTH+1){1'b0}};
        rd_gray_sync[1] <= {(ADDR_WIDTH+1){1'b0}};
    end else begin
        rd_gray_sync[0] <= rd_gray;
        rd_gray_sync[1] <= rd_gray_sync[0];
    end
end
always @(posedge rd_clk or negedge rd_rst_n) begin
    if (!rd_rst_n) begin
        wr_gray_sync[0] <= {(ADDR_WIDTH+1){1'b0}};
        wr_gray_sync[1] <= {(ADDR_WIDTH+1){1'b0}};
    end else begin
        wr_gray_sync[0] <= wr_gray;
        wr_gray_sync[1] <= wr_gray_sync[0];
    end
end
always @(*) begin
    buffer_full = (wr_gray_next == rd_gray_sync[1]);
    buffer_empty = (rd_gray == wr_gray_sync[1]);
    wr_ready = !buffer_full;
end
assign wr_gray_next = bin_to_gray(wr_bin + 1'b1);
endmodule
</file>
<file path="/design/flow/run.sh">
#!/bin/bash
# OpenROAD 26Q1-2900-gdf79404cd8, Yosys 0.63+post, stock flow scripts
make -C /OpenROAD-flow-scripts/flow DESIGN_CONFIG=/design/flow/config.mk WORK_HOME=/design/flow/orfs finish
</file>
==> changes_impl.md <==
## Flow update

* Top cell type by total area after synthesis: edfxtp_1
* Count leader, synth: edfxtp_1
* Dpl hpwl at 4063000 um
* Mapped Area at approximately 620000 um2
* Boundary pin count at 62
* Syn_area_per_cell at 16.76 um2
* Die width at 1250 um
* Post-synth top area share at 78.93%
* Initial Util at between 40% and 50%
* Clk sink count at 16.49k
* Registers, synthesis at 16.49k
* Port Buffers at 24
* Post-synth top cells: edfxtp_1 (16.38k), a22oi_1 (4519), nor2_1 (3182)
* Ys async rst share at 0.6247%
* Unique cell types at just over 100
* Area after DPL at between 700000 and 800000 um2
* Largest net degree at the start of global routing at 180
* Place WS at 13.22 ns
* Commonest flop: edfxtp_1
* Sequential share of the synthesized area at between 70% and 80%
* Die height at between 1000 and 1500 um
* YS chip area at roughly 620000 um2
* Halt Stage: global routing
* Ys cells at 37.20k
* Log Error: [ERROR GRT-0229] Vertical edge usage exceeds the maximum allowed. (124, 158) usage=65535 limit=2200
* EDFF count, synth at approximately 16k
* Top area cell types: edfxtp_1 (79%), a22oi_1 (5.4%), nor2_1 (1.9%), a22o_1 (1.4%), nor3_1 (1.3%)
* Rows at 458
* Routability cong. at 1.983
* Post-CTS setup buffer count at 0
* Status: did not finish
* Mapped Cells at 37.20k
* Ys Warns at 38
[timing repair]
action / CTS
endpoints found under the hold margin: 12
hold buffers: 24
resized: 0
[cells by family after synthesis]
logic type / after synthesis / share of synthesized area, %
fa+ha+maj: 8 / 0.01606
compound gates: 9665 / 12.08
other cells: 1 / 0.0006016
flops: 16487 / 79.34
simple gates: 8974 / 6.938
mux: 24 / 0.03954
buf+inv: 1954 / 1.457
xor+xnor: 89 / 0.1251
[stage by stage]
| step | hold slack, ns | total power [mW] | utilization (%) | cells |
|---|---|---|---|---|
| after floorplan | 0.3312 | 35.43 | - | 37235 |
| after global placement | 0.3338 | 43.83 | 45.21 | 62781 |
| after detailed placement | 0.3347 | 43.91 | 45.22 | 62783 |
| after CTS | 0.3487 | 68.88 | 48.56 | 65655 |
No activity file was given, so power comes from the tool's default toggle rates.
